### ./design.v
module IFID(
    clk_i,
    stall_i,
    flush_i,
    pc_i,
    instr_i,
    pc_o,
    instr_o
);
input clk_i;
input stall_i;
input flush_i;
input [31:0] pc_i;
input [31:0] instr_i;
output [31:0] pc_o;
output [31:0] instr_o;
reg [31:0] instr_o;
reg [31:0] pc_o;
always @(posedge clk_i) begin
    if (stall_i !== 1'b1) begin
        instr_o = instr_i;
        pc_o = pc_i;
    end
    if (flush_i === 1'b1) begin
        pc_o = 0;
        instr_o = 0;
    end
end
endmodule
### ./run.sh
#!/bin/bash
# OpenROAD 26Q1-2900-gdf79404cd8, Yosys 0.63+post, stock flow scripts
make -C /OpenROAD-flow-scripts/flow DESIGN_CONFIG=/design/flow/config.mk WORK_HOME=/design/flow/orfs finish
### ./config.mk
export PLATFORM = sky130hd
export DESIGN_NAME = IFID
export DESIGN_NICKNAME = IFID
export VERILOG_FILES = /design/flow/design.v
export SDC_FILE = /design/flow/constraint.sdc
export NUM_CORES = 4
export LEC_CHECK = 1
export CORE_UTILIZATION = 40
### ./constraint.sdc
current_design IFID

set clk_period 1.0
set clk_io_pct 0.2

create_clock -name clk0 -period $clk_period [get_ports {clk_i}]

set non_clock_inputs [all_inputs -no_clocks]
set_input_delay [expr $clk_period * $clk_io_pct] -clock clk0 $non_clock_inputs
set_output_delay [expr $clk_period * $clk_io_pct] -clock clk0 [all_outputs]
==> run summary <==
Count of input and output buffers -> 130
Pre-antenna DRT Iters -> 5
Adder share -> 0%
I/O pin cnt -> 131
Global Route Usage Sum -> 17.9%
Global-route wire length before repair -> 8260 um
Leakage -> 1.77 nW
CP top delay family -> flip-flops
Core area -> 5510 um^2
Clk root buf -> clkbuf_8
Least-Margin Pin Slew -> 0.202 ns
Synth Seq Share -> 55.9%
Avg Cell Area, Syn -> 11.1 um^2
Share of cells above drive strength 1 -> 43.0%
Area delta synth->final -> 56.0%
XOR Share, Synth -> 0%
Top cells, area -> dfxtp_1, mux2i_1, nor2_1
DRC -> 0
Utilization after layout -> 64.9%
Final period utilization -> 95.7%
Class of the worst hold path -> in2reg
Most frequent cells in the layout -> buf_2, mux2i_1, nor2_1, clkdlybuf4s50_1, dfxtp_2
Yosys aoi share -> 0%
Routed WL -> 5260 um
Final HPWL from detailed placement -> 3520 um
Antenna diode count -> 0
Routed Antenna Nets -> 0
Crit path time final -> 0.957 ns
PwrDens -> 1530 nW/um^2
Cell accounting for the most synthesized area -> dfxtp_1
F_max -> 1050 MHz
RSZ-0062 raised after global routing -> yes
Vias in the first global route -> 1674
YS chip area -> 2290 um^2
Req. time, crit path -> 0.80 ns
Hold Buf Count CTS -> 0
Register bit total from synthesis -> 64
Routed vias -> 1861
Synth cell types -> 7
Final setup vio count -> 0
Warning count from the yosys run -> 1
CTS Buffer Depth -> 2
Synth Area in Simple Gates -> 10.5%
Fin Hold WS -> 0.265 ns
Max Cap Viol -> 0
Critical path arrival -> 0.76 ns
Routed len/inst -> 12.6 um
Peak supply drop -> 0.000989 V
Slowest-stage cell, CP -> dfxtp_2
H-tree depth -> 3
Clk_skew -> 0 ns
Number of warnings in the stage logs -> 27
Die y size -> 77.7 um
Max FO, Critical Path -> 2
Critical path buffer and inverter count -> 1
Yosys cell count -> 206
Final Hold Viols -> 0
MUX share of area -> 28.0%
Worst-path clk slew -> 0.07 ns
Fill cells -> 487
Largest net degree at the start of global routing -> 45
Rel. slew slack -> 86.5%
Die width -> 77.7 um
CP endpoint kind -> primary output
Sink Count -> 64
Status -> completed
Gr ovfl total -> 0
Clk ins delay skew pair -> 0.32 ns
Chip area -> 6030 um^2
Final slew viol count -> 0
Top non-seq family -> multiplexers
Core Rows -> 27
Initial drt markers -> 86
CTS tree -> yes
Initial antenna violation count -> 0
Largest stage delay on the critical path -> 0.32 ns
Most numerous logic cell after layout -> buf_2
Instance count of the mapped netlist -> 206
Init Core Util -> 41.6%
Num CTS Buffers -> 9
Crit Path Category -> reg2out
Worst path cell trace -> buf_2
Synthesized cell area -> 2290 um^2
RePlAce Congestion -> 0.773
Vias per inst -> 4.47
Startpoint class of the critical path -> register
Top cell area share -> 55.9%
[per-stage QoR]
| stage | total power, W | setup slack [ns] | cells | TNS (ns) | cell area [um^2] |
|---|---|---|---|---|---|
| 2_1_floorplan | 0.00312 | 0.146 | 206 | 0 | 2290 |
| 3_3_place_gp | 0.00371 | 0.00182 | 400 | 0 | 3640 |
| 3_5_place_dp | 0.00372 | 0.00408 | 400 | 0 | 3640 |
| 4_1_cts | 0.00553 | 0.0290 | 416 | 0 | 3570 |
| 5_1_grt | 0.00575 | -0.00321 | 416 | -0.00321 | 3570 |
| 6_report | 0.00546 | 0.0431 | 416 | 0 | 3570 |
[kinds of logic after synthesis]
family	Yosys count
simple gates	64
mux	64
buf+inv	14
flops	64
[synthesized netlist by cell type]
cell type and instances:
dfxtp_1 64, mux2i_1 64, nor2_1 64, buf_1 6, buf_8 6, buf_6 1
clkbuf_2 1
[worst min-delay path, delay by kind of cell]
kind	cells	cell delay (ns)
buffers and inverters	2	0.30
and+or+nand+nor	1	0.05
[state kept, by name, indices dropped and copies added, names as in the netlist]
signal,count
pc_o,32
instr_o,32
[power by group]
part           switching, W  leakage [nW]  internal, W
Sequential        0.0000658         0.551      0.00273
Combinational      0.000244          1.13     0.000499
Clock              0.000891        0.0838      0.00103
Total               0.00120          1.77      0.00426
[worst paths after layout]
check        slack, ns          end  cells after the start        start
min reg2reg       0.48  instr_o[18]                      2  instr_o[18]
max               0.04      pc_o[6]                      1      pc_o[6]
min               0.27  instr_o[17]                      3      flush_i
max reg2reg       0.29   instr_o[6]                      3   instr_o[6]
[per-layer routing]
layer | GRT usage (%) | vias to the layer above | part of all wire [%]
met1 | 26.5 | 818 | 46
li1 | - | 946 | -
met3 | 7.65 | 6 | 11
met5 | 0 | - | 0
met4 | 3.02 | 0 | 1.0
met2 | 25.6 | 91 | 41
[cell type report]
type / count / area (um^2) / area share [%]
timing repair buffer: 137 / 1080 / 30.1
tap: 72 / 90.1 / 2.52
multi-input combinational: 128 / 881 / 24.6
clock buffer: 15 / 166 / 4.66
sequential: 64 / 1360 / 38.1
[timing repair]
| item | in CTS | in global routing |
|---|---|---|
| setup buffers | 1 | 0 |
| resized | 256 | 0 |
| endpoints found under the setup margin | 64 | 1 |
| gates cloned | 0 | 0 |
Power figures rest on the tool's default switching activity, not on a simulated workload.
