`flow/config.mk`:
```
export PLATFORM = sky130hd
export DESIGN_NAME = IDEX
export DESIGN_NICKNAME = IDEX
export VERILOG_FILES = /design/flow/design.v
export SDC_FILE = /design/flow/constraint.sdc
export NUM_CORES = 4
export LEC_CHECK = 1
export CORE_AREA = 10 10 134 134
export DIE_AREA = 0 0 144 144
```
`flow/constraint.sdc`:
```
current_design IDEX

set clk_period 1.0
set clk_io_pct 0.2

create_clock -name clk0 -period $clk_period [get_ports {clk_i}]

set non_clock_inputs [all_inputs -no_clocks]
set_input_delay [expr $clk_period * $clk_io_pct] -clock clk0 $non_clock_inputs
set_output_delay [expr $clk_period * $clk_io_pct] -clock clk0 [all_outputs]
```
`flow/design.v`:
```
module IDEX(
    clk_i,
    aluop_i,
    alusrc_i,
    regwrite_i,
    memtoreg_i,
    memread_i,
    memwrite_i,
    rs1data_i,
    rs2data_i,
    ext_imm_i,
    funct3_i,
    funct7_i,
    rs1addr_i,
    rs2addr_i,
    rd_i,
    aluop_o,
    alusrc_o,
    regwrite_o,
    memtoreg_o,
    memread_o,
    memwrite_o,
    rs1data_o, 
    rs2data_o,
    ext_imm_o,
    funct3_o,
    funct7_o,
    rs1addr_o,
    rs2addr_o,
    rd_o
);
input clk_i;
input [1:0] aluop_i;
input alusrc_i;
input regwrite_i;
input memtoreg_i;
input memread_i;
input memwrite_i;
input [31:0] rs1data_i;
input [31:0] rs2data_i;
input [31:0] ext_imm_i;
input [2:0] funct3_i;
input [6:0] funct7_i;
input [4:0] rs1addr_i;
input [4:0] rs2addr_i;
input [4:0] rd_i;
output [1:0] aluop_o;
output alusrc_o;
output regwrite_o;
output memtoreg_o;
output memread_o;
output memwrite_o;
output [31:0] rs1data_o;
output [31:0] rs2data_o;
output [31:0] ext_imm_o;
output [2:0] funct3_o;
output [6:0] funct7_o;
output [4:0] rs1addr_o;
output [4:0] rs2addr_o;
output [4:0] rd_o;
reg [1:0] aluop_o;
reg alusrc_o;
reg regwrite_o;
reg memtoreg_o;
reg memread_o;
reg memwrite_o;
reg [31:0] rs1data_o;
reg [31:0] rs2data_o;
reg [31:0] ext_imm_o;
reg [2:0] funct3_o;
reg [6:0] funct7_o;
reg [4:0] rs1addr_o;
reg [4:0] rs2addr_o;
reg [4:0] rd_o;
always@(posedge clk_i) begin
    aluop_o <= aluop_i;
    alusrc_o <= alusrc_i;
    regwrite_o <= regwrite_i;
    memtoreg_o <= memtoreg_i;
    memread_o <= memread_i;
    memwrite_o <= memwrite_i;
    rs1data_o <= rs1data_i;
    rs2data_o <= rs2data_i;
    ext_imm_o <= ext_imm_i;
    funct3_o <= funct3_i;
    funct7_o <= funct7_i;
    rs1addr_o <= rs1addr_i;
    rs2addr_o <= rs2addr_i;
    rd_o <= rd_i;
end
endmodule
```
`flow/run.sh`:
```
#!/bin/bash
# OpenROAD 26Q1-2900-gdf79404cd8, Yosys 0.63+post, stock flow scripts
make -C /OpenROAD-flow-scripts/flow DESIGN_CONFIG=/design/flow/config.mk WORK_HOME=/design/flow/orfs finish
```
==> run_results.csv <==
group,metric,value,unit
detailed_routing,drt_wl_total,10.18,mm
layout,layout.area.comb,0,um2
detailed_routing,drcViolationCount,0,
place,portBuffers,256,
setup_path,crit_buf_inv,1,
hold_path,worst_hold_startpoint,"rs2data_i[22]",
logic_synthesis,synthArstFlopShare,0,%
layout,areaGrowthSynthToFinish,109.1,%
global_routing,first_pass_grt_wire_length,13.82,mm
cts,cts_buffers,17,
setup_path,timing.setup.critical_path_class,"register to primary output",
logic_synthesis,synth_cell_area,2562,um2
global_routing,grt_pass1_vias,2169,
cts,clockBufferDepth,2,
hold_path,worst_hold_path_depth,1,
power,total_power,12.03,mW
logic_synthesis,ys_cells,128,
run_status,violations,"setup timing",
place,gp_routability_congestion,0.7757,
power,seq_power_share,45.3,%
layout,cell_area_after_layout,5359,um2
place,dp.final_hpwl,8.568,mm
power,pwr-share-comb,6.2,%
hold_path,holdCritPathClass,"input port to register",
layout,drive_above_1_share,42.79,%
timing,fmaxAchievable,977.1,MHz
detailed_routing,detailedRoute.firstIterationViolations,31,
detailed_routing,via_density_per_instance,3.261,
logic_synthesis,synth-seq-area-share,100.0,%
floorplanning,core,15150,um2
timing,post-route-min-period,1.023,ns
power,power.internal,9.852,mW
cts,h-tree-depth,4,
global_routing,grt_use_total,9.198,%
power,static-leakage-power,2.379,nW
detailed_routing,detail_route.first_pass.iterations,4,
setup_path,worst_path_max_delay_cell,"sky130_fd_sc_hd__dfxtp_2",
cts,clockRootBuffer,"sky130_fd_sc_hd__clkbuf_16",
logic_synthesis,yosys_area,2562,um2
logic_synthesis,edf_count,0,
place,placement.cell_area,5360,um2
setup_path,critPathMaxStageDelay,0.32,ns
setup_path,startpoint,"rs1data_o[20]",
run_status,status,"finished with violations",
detailed_routing,wire_per_inst,16.82,um
layout,num-multi-input-gates,0,
layout,finalCoreUtilization,35.38,%
logic_synthesis,yosysMostFrequentCell,"sky130_fd_sc_hd__dfxtp_1",
detailed_routing,via_count,1973,
setup_path,crit_required,0.80,ns
cts,tritoncts,"built",
logic_synthesis,synth-warning-count,1,
floorplanning,fp.dieW,144,um
cts,holdBufCountCts,0,
timing,slew_violations,0,
flow_run,stage_log_warnings,30,
timing,worst-slew-pin-transition,0.1760,ns
logic_synthesis,netlist.area_leader.share,100.0,%
setup_path,setup.worst_path.start_class,"register",
timing,postLayoutSetupSlackWorst,-0.02346,ns
setup_path,cpLargestDelayFamily,"flip-flops",
timing,report.final.setup_viol,34,
timing,min_period_over_period,102.3,%
detailed_routing,drtAntennaViolNets,0,
power,power.switching,2.178,mW
global_routing,gr-total-overflow,0,
logic_synthesis,synth.lib_cells_used.distinct,1,
global_routing,grt_antenna_before_repair,2,
logic_synthesis,netlist_top_cells_area,"sky130_fd_sc_hd__dfxtp_1 100%",
logic_synthesis,flops_latches_synth,128,
cts,clk_transition_reported_paths,0.05,ns
logic_synthesis,yosys.area.top_type,"sky130_fd_sc_hd__dfxtp_1",
timing,grt_setup_unrepaired,"yes",
floorplanning,site_rows,45,
floorplanning,chipHeight,144,um
power,switching_share,18.10,%
floorplanning,number_of_placed_i_o_pins,257,
timing,finalHoldViolCount,0,
logic_synthesis,netlist_instances,128,
cts,clkSinkCount,128,
global_routing,grt_max_degree,17,
logic_synthesis,dominantRegCellSynth,"sky130_fd_sc_hd__dfxtp_1",
power,max_rail_drop_vdd,1272,uV
power,powerDensity,2245,nW/um2
timing,final.setup.tns,-0.3318,ns
setup_path,cp_max_fo,1,
timing,slew-limit-headroom,88.26,%
logic_synthesis,synth_area_per_cell,20.02,um2
floorplanning,fraction_of_the_core_area_occupied_by_cells_at_floorplan,16.92,%
flow_run,timing.max_cap.violations,0,
setup_path,timing.critical_path.to_type,"primary output",
setup_path,worstPathArrival,0.82,ns
setup_path,path_cells,"buf_6",
floorplanning,design.die.area,20740,um2
logic_synthesis,yosys-top-cells-count,"128 x sky130_fd_sc_hd__dfxtp_1",
cts,cts_setup_buffers,0,
power,power_frac_clock,48.5,%
setup_path,crit_cells,1,
[final timing paths]
check	to	slack, ns
worst max-delay path	rs1data_o[20]	-0.02
worst min-delay path	rs2data_o[22]	0.24
[layout by cell type (no fill, tap or decap)]
cell type                         count
sky130_fd_sc_hd__clkdlybuf4s50_1    128
sky130_fd_sc_hd__buf_2              122
sky130_fd_sc_hd__dfxtp_1            104
sky130_fd_sc_hd__dfxtp_2             24
sky130_fd_sc_hd__clkbuf_16           17
sky130_fd_sc_hd__clkbuf_1             6
sky130_fd_sc_hd__buf_6                6
sky130_fd_sc_hd__clkinv_2             4
sky130_fd_sc_hd__clkbuf_8             3
sky130_fd_sc_hd__bufinv_16            2
sky130_fd_sc_hd__diode_2              1
[layout make-up]
class,count,area (um2)
clock buffer,26,489.2
timing repair buffer,256,1959
tap,188,235.2
clock inverter,6,80.08
sequential,128,2592
antenna,1,2.502
fill,1498,9787
[routing by layer]
layer / wire length (um) / track usage, % / up-vias
met5: 8 / 0 / -
met4: 109 / 1.182 / 2
met3: 1592 / 6.556 / 8
met2: 4724 / 14.39 / 146
met1: 3741 / 10.30 / 868
li1: - / - / 949
[cells by family (layout without fill, tap and decap cells)]
group	after synthesis	after routing	share of synthesized area, %
buf+inv	0	288	0
flops	128	128	100.0
other cells	0	1	0
[what timing repair did]
item,in CTS,in global routing
pin swaps,0,0
setup endpoints to repair,128,128
resized,427,11
endpoints found under the hold margin,0,0
[state kept, by name, indices dropped and copies added (netlist names)]
name        cells
memwrite_o      1
alusrc_o        1
rs2addr_o       5
rs1data_o      32
memtoreg_o      1
ext_imm_o      32
rs2data_o      32
rs1addr_o       5
funct7_o        7
rd_o            5
funct3_o        3
aluop_o         2
regwrite_o      1
memread_o       1
[power groups by stage]
stage         clock network, mW  logic [mW]  registers (mW)
global route               6.29       0.815            5.47
CTS                        6.04       0.764            5.45
finish                     5.83       0.750            5.45
[through the flow]
step / worst slack, ns / hold slack [ns] / instances
6_report: -0.02346 / 0.2353 / 605
5_1_grt: -0.06807 / 0.2044 / 604
4_1_cts: -0.06301 / 0.2070 / 604
3_5_place_dp: -0.02108 / 0.6517 / 572
3_3_place_gp: -0.01178 / 0.6490 / 572
2_1_floorplan: 0.5385 / 0.2277 / 128
Power and IR drop assume default switching activity.
